### design/flow/design.v
module adder(output logic signed [7:0] result, 
                   input logic signed [7:0] a, b
);
    assign result = a + b;
endmodule
module controller(
    output logic store_W, store_B, 
    output logic calc_ReWB, 
    output logic calc_ImY,
    output logic calc_ImZ,
    output logic store_A,
    output logic calc_ReZ2,
    output logic calc_ReZ,
    output logic calc_ReY,
    output logic display_ReY, display_ImY, display_ReZ, display_ImZ, clear,
    input  logic Clock,
    input  logic nReset,
    input  logic ReadyIn   
);
    typedef enum logic [4:0] {
        IDLE, WAITW, READW, WAITB, READB, 
        CALC_REWB, 
        CALC_IMY,  
        CALC_IMZ,    
        WAITA, 
        READA,      
        CALC_REZ2,  
        CALC_REZ,   
        CALC_REY,   
        DISPLAY_REY,
        DISPLAY_IMY,
        DISPLAY_REZ,
        DISPLAY_IMZ
    } state_t;
    state_t state;
    always_ff @(posedge Clock, negedge nReset) begin
        if (!nReset)
            state <= IDLE;
        else begin
            case (state)
                IDLE:      if (ReadyIn == 0) state <= WAITW; 
                WAITW:     if (ReadyIn == 1) state <= READW;
                READW:     if (ReadyIn == 0) state <= WAITB;
                WAITB:     if (ReadyIn == 1) state <= READB;
                READB:     state <= CALC_REWB;
                CALC_REWB: state <= CALC_IMY;
                CALC_IMY:  state <= CALC_IMZ;
                CALC_IMZ:  if (ReadyIn == 0) state <= WAITA;
                WAITA:     if (ReadyIn == 1) state <= READA;
                READA:     state <= CALC_REZ2;
                CALC_REZ2: state <= CALC_REZ;
                CALC_REZ:  state <= CALC_REY;
                CALC_REY:  state <= DISPLAY_REY;
                DISPLAY_REY: if (ReadyIn == 0) state <= DISPLAY_IMY;
                DISPLAY_IMY: if (ReadyIn == 1) state <= DISPLAY_REZ;
                DISPLAY_REZ: if (ReadyIn == 0) state <= DISPLAY_IMZ;
                DISPLAY_IMZ: if (ReadyIn == 1) state <= IDLE;
                default:   state <= IDLE;
            endcase
        end
    end
    always_comb begin
        clear       = 0;
        store_W     = 0;
        store_B     = 0;
        calc_ReWB   = 0;
        calc_ImY    = 0;
        calc_ImZ    = 0;
        store_A     = 0;
        calc_ReZ2   = 0;
        calc_ReZ    = 0;
        calc_ReY    = 0;
        display_ReY = 0;
        display_ImY = 0;
        display_ReZ = 0;
        display_ImZ = 0;
        case (state)
            IDLE:       clear = 1;
            READW:      store_W = 1;
            READB:      store_B = 1;
            CALC_REWB:  calc_ReWB = 1;
            CALC_IMY:   calc_ImY  = 1;
            CALC_IMZ:   calc_ImZ  = 1;
            READA:      store_A   = 1;
            CALC_REZ2:  calc_ReZ2 = 1;
            CALC_REZ:   calc_ReZ  = 1;
            CALC_REY:   calc_ReY  = 1;
            DISPLAY_REY: display_ReY = 1;
            DISPLAY_IMY: display_ImY = 1;
            DISPLAY_REZ: display_ReZ = 1;
            DISPLAY_IMZ: display_ImZ = 1;
            default:    ; 
        endcase
    end
endmodule
module datapath (
    output logic [7:0] result,
    input  logic [7:0] dataIn,
    input  logic       Clock, nReset,
    input  logic store_W, store_B, 
    input  logic calc_ReWB, calc_ImY, calc_ImZ, 
    input  logic store_A,
    input  logic calc_ReZ2, calc_ReZ, calc_ReY,
    input  logic display_ReY, display_ImY, display_ReZ, display_ImZ,
    input  logic clear
);
    logic [2:0] index;
    logic signed [7:0] Re_W, Im_W, Re_A, Re_B, Re_WB, Re_WB_2, Re_Y, Im_Y, Re_Z, Im_Z;
    wire [7:0] ReW_mem, ImW_mem;
    mem mem_inst(.dout_re(ReW_mem), .dout_im(ImW_mem), .address(index), .clk(Clock));
    logic signed [7:0]  input_a, input_b;
    logic signed [15:0] mult_result;
    logic signed [7:0]  adder_result;
    signed_mult mult_inst(.result(mult_result), .a(input_a), .b(input_b));
    adder add_inst(.result(adder_result), .a(input_a), .b(input_b));
    always_ff @(posedge Clock or negedge nReset) begin
        if (!nReset) begin
            result <= 0;
            index  <= 0;
            Re_W   <= 0;
            Im_W   <= 0;
            Re_A   <= 0;
            Re_B   <= 0;
            Re_WB  <= 0;
            Re_WB_2<= 0;
            Re_Y   <= 0;
            Im_Y   <= 0;
            Re_Z   <= 0;
            Im_Z   <= 0;
        end 
        else begin
            if(clear) 
                result <= 0;
            else if(store_W) begin
                index <= dataIn[2:0];
                Re_W  <= ReW_mem;
                Im_W  <= ImW_mem;
            end
            else if(store_B)   Re_B <= dataIn;
            else if(store_A)   Re_A <= dataIn;
            if (calc_ReWB)  Re_WB  <= mult_result[14:7];
            if (calc_ImY)   Im_Y   <= mult_result[14:7];
            if (calc_ImZ)   Im_Z   <= adder_result;
            if (calc_ReY)   Re_Y   <= adder_result;
            if (calc_ReZ2)  Re_WB_2<= adder_result;
            if (calc_ReZ)   Re_Z   <= adder_result;
            if      (display_ReY) result <= Re_Y;
            else if (display_ImY) result <= Im_Y;
            else if (display_ReZ) result <= Re_Z;
            else if (display_ImZ) result <= Im_Z;
        end
    end
    always_comb begin
        input_a  = '0;
        input_b  = '0;
        if (calc_ReWB) begin
            input_a = Re_W; 
            input_b = Re_B;
        end
        if (calc_ImY) begin
            input_a = Im_W;
            input_b = Re_B;
        end
        if (calc_ImZ) begin
            input_a = ~Im_Y;
            input_b = 1;
        end
        if (calc_ReY) begin
            input_a = Re_A;
            input_b = Re_WB;
        end
        if (calc_ReZ2) begin
            input_a = ~Re_WB;
            input_b = 1;
        end
        if (calc_ReZ) begin
            input_a = Re_A;
            input_b = Re_WB_2;
        end
    end
endmodule
module debounce(
    input  logic clk,
    input  logic nReset,
    input  logic raw,
    output logic debounced
);
    parameter integer DEBOUNCE_TIME = 1000000;
    logic [19:0] counter;   
    logic        last_raw;
    always_ff @(posedge clk, negedge nReset) begin
        if (!nReset) begin
            counter    <= 20'd0;
            last_raw   <= 1'b0;
            debounced  <= 1'b0;
        end else begin
            if (raw != last_raw) begin
                counter  <= 20'd0;
                last_raw <= raw;
            end else if (counter < DEBOUNCE_TIME) begin
                counter <= counter + 20'd1;
            end else begin
                debounced <= raw;
            end
        end
    end
endmodule
module fft_butterfly(
    output logic [7:0] result,
    input  logic       Clock,
    input  logic       nReset,  
    input  logic       ReadyIn, 
    input  logic [7:0] dataIn
);
    logic debouncedReady;
    logic       store_W, store_B;
    logic       calc_ReWB, calc_ImY, calc_ImZ;
    logic       store_A;
    logic       calc_ReZ2, calc_ReZ, calc_ReY;
    logic       display_ReY, display_ImY, display_ReZ, display_ImZ;
    logic       clear;
    debounce debouncer (
        .clk(Clock),
        .nReset(nReset),
        .raw(ReadyIn),
        .debounced(debouncedReady)
    );
    controller ctrl (
        .store_W(store_W),
        .store_B(store_B),
        .calc_ReWB(calc_ReWB),
        .calc_ImY(calc_ImY),
        .calc_ImZ(calc_ImZ),
        .store_A(store_A),
        .calc_ReZ2(calc_ReZ2),
        .calc_ReZ(calc_ReZ),
        .calc_ReY(calc_ReY),
        .display_ReY(display_ReY),
        .display_ImY(display_ImY),
        .display_ReZ(display_ReZ),
        .display_ImZ(display_ImZ),
        .clear(clear),
        .Clock(Clock),
        .nReset(nReset),
        .ReadyIn(debouncedReady)
    );
    datapath datapath_inst ( 
        .result(result),
        .dataIn(dataIn),
        .Clock(Clock),
        .nReset(nReset),
        .store_W(store_W),
        .store_B(store_B),
        .calc_ReWB(calc_ReWB),
        .calc_ImY(calc_ImY),
        .calc_ImZ(calc_ImZ),
        .store_A(store_A),
        .calc_ReZ2(calc_ReZ2),
        .calc_ReZ(calc_ReZ),
        .calc_ReY(calc_ReY),
        .display_ReY(display_ReY),
        .display_ImY(display_ImY),
        .display_ReZ(display_ReZ),
        .display_ImZ(display_ImZ),
        .clear(clear)
    );
endmodule
module mem (
    output logic [7:0] dout_re,    
    output logic [7:0] dout_im,    
    input  logic [2:0] address,    
    input  logic       clk         
);
    logic [7:0] mem_re [7:0];
    logic [7:0] mem_im [7:0];
    initial begin
        mem_re[0] = 8'b01111111;  
        mem_re[1] = 8'b01011011;  
        mem_re[2] = 8'b00000000;  
        mem_re[3] = 8'b10100101;  
        mem_re[4] = 8'b10000000;  
        mem_re[5] = 8'b10100101;  
        mem_re[6] = 8'b01111111;  
        mem_re[7] = 8'b01011011;  
    end
    initial begin
        mem_im[0] = 8'b00000000;  
        mem_im[1] = 8'b10100101;  
        mem_im[2] = 8'b10000000;  
        mem_im[3] = 8'b10100101;  
        mem_im[4] = 8'b00000000;  
        mem_im[5] = 8'b01011011;  
        mem_im[6] = 8'b01111111;  
        mem_im[7] = 8'b01011011;  
    end
    always_ff @(posedge clk) begin
        dout_re <= mem_re[address];
        dout_im <= mem_im[address];
    end
endmodule
module signed_mult(output logic signed [15:0] result, 
                   input logic signed [7:0] a, b
);
    assign result = a * b;
endmodule
### design/flow/run.sh
#!/bin/bash
# OpenROAD 26Q1-2900-gdf79404cd8, Yosys 0.63+post, stock flow scripts
make -C /OpenROAD-flow-scripts/flow DESIGN_CONFIG=/design/flow/config.mk WORK_HOME=/design/flow/orfs finish
### design/flow/config.mk
export PLATFORM = sky130hd
export DESIGN_NAME = fft_butterfly
export DESIGN_NICKNAME = fft_butterfly
export VERILOG_FILES = /design/flow/design.v
export SDC_FILE = /design/flow/constraint.sdc
export NUM_CORES = 4
export LEC_CHECK = 1
export CORE_UTILIZATION = 40
### design/flow/constraint.sdc
current_design fft_butterfly

set clk_period 9.8
set clk_io_pct 0.2

create_clock -name clk0 -period $clk_period [get_ports {Clock}]

set non_clock_inputs [all_inputs -no_clocks]
set_input_delay [expr $clk_period * $clk_io_pct] -clock clk0 $non_clock_inputs
set_output_delay [expr $clk_period * $clk_io_pct] -clock clk0 [all_outputs]
==> summary.json <==
{
  "status": {"value": "finished, final reports clean"},
  "grt_max_degree": {"value": 60},
  "power_density": {"value": 247, "unit": "nW/um^2"},
  "crit_path_start_kind": {"value": "register"},
  "dpl.hpwl": {"value": 12700, "unit": "um"},
  "maxSlewHeadroom": {"value": 32.5, "unit": "%"},
  "drtPass1Iterations": {"value": 5},
  "synth_warnings": {"value": 4},
  "yosysTopAreaCell": {"value": "sky130_fd_sc_hd__dfrtp_1"},
  "final-seq-area": {"value": 2910, "unit": "um^2"},
  "netlist-cell-type-count": {"value": 56},
  "cts_setup_buffers": {"value": 0},
  "area_growth": {"value": 13.9, "unit": "%"},
  "layout_cell_share_with_drive_strength_beyond_1": {"value": 11.8, "unit": "%"},
  "ys_cells": {"value": 800},
  "overflow": {"value": 0},
  "initCoreUtil": {"value": 41.2, "unit": "%"},
  "chipWidth": {"value": 141, "unit": "um"},
  "cts.path.max_buffers": {"value": 2},
  "synth_area_per_cell": {"value": 9.69, "unit": "um^2"},
  "worst_slew_pin_slew": {"value": 1.00, "unit": "ns"},
  "tns": {"value": 0, "unit": "ns"},
  "r2r_start": {"value": "ctrl.state[1]"},
  "routed_wire_length_per_instance": {"value": 15.4, "unit": "um"},
  "tritoncts": {"value": "yes"},
  "nFillCells": {"value": 1755},
  "async_flop_share": {"value": 93.2, "unit": "%"},
  "min_path_type": {"value": "reg -> reg"},
  "netlist_instances": {"value": 800},
  "summed_instance_area_of_the_synthesized_netlist": {"value": 7750, "unit": "um^2"},
  "chipArea": {"value": 19900, "unit": "um^2"},
  "drc_errors": {"value": 0},
  "grt_setup_unrepaired": {"value": "no"},
  "htree_num_levels": {"value": 4},
  "critical_path_arrival": {"value": 7.57, "unit": "ns"},
  "worst_ir_drop_vdd": {"value": 0.146, "unit": "mV"},
  "layout.area.comb": {"value": 4380, "unit": "um^2"},
  "num_vias": {"value": 5521},
  "r2r-end": {"value": "datapath_inst.Im_Y[7]"},
  "routabilityCongestion": {"value": 0.914},
  "maxCapViolCount": {"value": 0},
  "total_leakage_power": {"value": 0.00423, "unit": "uW"},
  "postCtsHoldBufs": {"value": 0},
  "first_iter_violations": {"value": 338},
  "log.warning_count": {"value": 28},
  "post-route-period-util": {"value": 74.3, "unit": "%"},
  "antenna_found_initial": {"value": 0},
  "post_layout_nonfiller_instances": {"value": 1096},
  "synth-seq-area-share": {"value": 37.6, "unit": "%"},
  "grt_pass1_wl": {"value": 28700, "unit": "um"},
  "number_of_clock_buffers_inserted_by_tritoncts": {"value": 17},
  "rows": {"value": 50},
  "route.layer.met1.wl": {"value": 8650, "unit": "um"},
  "ys_chip_area": {"value": 7750, "unit": "um^2"},
  "reg2reg_path_depth": {"value": 24},
  "critPathRequiredTime": {"value": 10.09, "unit": "ns"},
  "first_global_vias": {"value": 5358},
  "most_common_flop_cell_mapped_by_yosys": {"value": "sky130_fd_sc_hd__dfrtp_1"},
  "io_buffers": {"value": 18},
  "detailroute.wirelength.met3": {"value": 805, "unit": "um"},
  "worst_setup_path_endpoint": {"value": "datapath_inst.Im_Y[7]"},
  "top_layer": {"value": "met4"},
  "worst_setup_path_startpoint": {"value": "ctrl.state[1]"},
  "edf_count": {"value": 0},
  "cts_root_buf": {"value": "sky130_fd_sc_hd__clkbuf_16"},
  "cts_resized": {"value": 0},
  "skew": {"value": 0.00796, "unit": "ns"},
  "numClockSinks": {"value": 118},
  "fmax": {"value": 137, "unit": "MHz"},
  "setup_violations": {"value": 0},
  "yosysTopAreaCellShare": {"value": 35.5, "unit": "%"},
  "synth.area.top_cells": {"value": "sky130_fd_sc_hd__dfrtp_1 36%, sky130_fd_sc_hd__fa_1 13%, sky130_fd_sc_hd__mux2_2 6.7%"},
  "placedCellCount": {"value": 1064},
  "pin_count": {"value": 19},
  "worst-path-max-fanout": {"value": 23},
  "endpoint_kind": {"value": "register"},
  "flops_after_synth": {"value": 118},
  "die-height": {"value": 141, "unit": "um"},
  "clock_latency": {"value": 0.40, "unit": "ns"},
  "drtAntennaViolNets": {"value": 0},
  "met2RoutedLength": {"value": 7280, "unit": "um"},
  "worst_r2r_setup_slack": {"value": 2.52, "unit": "ns"},
  "hold_viol_final": {"value": 0},
  "grt.total_usage": {"value": 19.2, "unit": "%"},
  "post-synth-top-count-cell": {"value": "sky130_fd_sc_hd__nand2_1"},
  "path_class": {"value": "reg -> reg"},
  "path_clk_slew": {"value": 0.06, "unit": "ns"},
  "vias_per_cell": {"value": 5.04},
  "antennaDiodeCount": {"value": 0},
  "coreArea": {"value": 18800, "unit": "um^2"},
  "yosys-top-cells-count": {"value": "113 x sky130_fd_sc_hd__nand2_1, 110 x sky130_fd_sc_hd__dfrtp_1, 91 x sky130_fd_sc_hd__inv_1, 91 x sky130_fd_sc_hd__nor2_1, 51 x sky130_fd_sc_hd__fa_1"},
  "timing.final.max_slew_violations": {"value": 0},
  "period_needed": {"value": 7.28, "unit": "ns"},
  "routed_wl": {"value": 16900, "unit": "um"}
}
metrics by stage:
step	power [uW]	util [%]	worst slack, ns	hold slack, ns	area (um^2)
after floorplan	1320	-	3.72	0.426	7750
final	2180	46.9	2.52	0.464	8830
after CTS	2200	46.9	2.58	0.465	8830
after detailed placement	1590	43.7	2.61	0.450	8240
after global placement	1570	43.7	2.77	0.443	8240
after global routing	2340	46.9	2.00	0.468	8830
worst min-delay path by stage:
stage,depth (start not counted),startpoint,end,slack (ns)
finish,1,datapath_inst.mem_inst.dout_im[7],datapath_inst.Im_W[7],0.46
CTS,1,datapath_inst.mem_inst.dout_re[0],datapath_inst.Re_W[0],0.47
global route,1,datapath_inst.mem_inst.dout_im[5],datapath_inst.Im_W[5],0.47
registers in the layout, indices dropped and copies added, names as in the netlist, 3 cells and up:
register,flops
datapath_inst.result,8
datapath_inst.Im_Z,8
datapath_inst.Re_WB,8
datapath_inst.mem_inst.dout_re,4
datapath_inst.index,3
datapath_inst.Re_Z,8
datapath_inst.Re_B,8
datapath_inst.mem_inst.dout_im,4
datapath_inst.Im_W,4
datapath_inst.Re_Y,8
datapath_inst.Re_W,4
datapath_inst.Re_A,8
debouncer.counter,20
datapath_inst.Im_Y,8
datapath_inst.Re_WB_2,8
ctrl.state,5
power by group:
part           switching, uW  leakage (uW)  total [uW]  internal [uW]
clock                    222      0.000273         605            383
combinational            447       0.00248         789            343
sequential               131       0.00147         789            658
total                    800       0.00423        2180           1380
area by class of cell:
cell class	count	area share, %
Sequential cell	118	33.0
Timing Repair Buffer	30	3.03
Clock buffer	24	6.06
Multi-Input combinational cell	563	49.6
Tap cell	260	3.68
Inverter	93	3.95
Clock inverter	8	0.666
critical path, stage by stage, from the launching register on:
cell and delay [ns]:
sky130_fd_sc_hd__dfrtp_1 0.76, sky130_fd_sc_hd__nor3b_2 0.36, sky130_fd_sc_hd__nand2b_1 0.44, sky130_fd_sc_hd__mux2i_1 0.28
sky130_fd_sc_hd__nor2_1 0.10, sky130_fd_sc_hd__o31ai_1 0.84, sky130_fd_sc_hd__inv_1 0.16, sky130_fd_sc_hd__ha_1 0.28
sky130_fd_sc_hd__inv_1 0.08, sky130_fd_sc_hd__fa_1 0.38, sky130_fd_sc_hd__inv_1 0.08, sky130_fd_sc_hd__fa_1 0.44
sky130_fd_sc_hd__fa_1 0.54, sky130_fd_sc_hd__inv_1 0.05, sky130_fd_sc_hd__fa_1 0.52, sky130_fd_sc_hd__inv_1 0.04
sky130_fd_sc_hd__ha_1 0.32, sky130_fd_sc_hd__o21a_1 0.19, sky130_fd_sc_hd__o31ai_1 0.18, sky130_fd_sc_hd__a21oi_1 0.11
sky130_fd_sc_hd__a21oi_1 0.25, sky130_fd_sc_hd__o21bai_1 0.15, sky130_fd_sc_hd__a21oi_1 0.19, sky130_fd_sc_hd__xnor2_1 0.10
sky130_fd_sc_hd__mux2_1 0.28
cell families (layout without fill, tap and decap cells):
group	count (synthesis)	in the layout	share of synthesized area, %
simple gates	272	272	15.5
buf+inv	119	155	5.97
flops	118	118	37.6
compound gates	105	105	9.09
fa+ha+maj	88	88	19.1
mux	54	54	7.73
xor+xnor	44	44	4.97
cells in the final DEF, fill, tap and decap left out, types with 13 or more instances in the layout:
| cell type | synthesis | layout |
|---|---|---|
| sky130_fd_sc_hd__a21oi_1 | 26 | 26 |
| sky130_fd_sc_hd__a22oi_1 | 17 | 17 |
| sky130_fd_sc_hd__buf_4 | 0 | 13 |
| sky130_fd_sc_hd__clkbuf_16 | 0 | 20 |
| sky130_fd_sc_hd__clkdlybuf4s50_1 | 0 | 17 |
| sky130_fd_sc_hd__dfrtp_1 | 110 | 110 |
| sky130_fd_sc_hd__fa_1 | 51 | 51 |
| sky130_fd_sc_hd__ha_1 | 37 | 37 |
| sky130_fd_sc_hd__inv_1 | 91 | 91 |
| sky130_fd_sc_hd__mux2_2 | 46 | 46 |
| sky130_fd_sc_hd__nand2_1 | 113 | 113 |
| sky130_fd_sc_hd__nand3_1 | 15 | 15 |
| sky130_fd_sc_hd__nor2_1 | 91 | 91 |
| sky130_fd_sc_hd__o21ai_0 | 22 | 22 |
| sky130_fd_sc_hd__xnor2_1 | 22 | 22 |
| sky130_fd_sc_hd__xor2_1 | 22 | 22 |
per-layer routing:
layer  up-vias  GRT usage [%]
met4         0           1.89
met5         -              0
met2       108           27.2
met3        15           3.91
met1      2713           32.7
li1       2685              -
Power and IR drop assume default switching activity.
